File: flow/design.v
`timescale 1ns / 1ps
module RAM (
    input [3:0] data,
    input [3:0] address,
    input we,
    input clk,
    output reg [3:0] out
);
    reg [3:0] mem [0:15];  
    always @(posedge clk) begin
        if (we)
            mem[address] <= data;  
        out <= mem[address];       
    end
endmodule
File: flow/run.sh
#!/bin/bash
# OpenROAD 26Q1-2900-gdf79404cd8, Yosys 0.63+post, stock flow scripts
make -C /OpenROAD-flow-scripts/flow DESIGN_CONFIG=/design/flow/config.mk WORK_HOME=/design/flow/orfs finish
File: flow/config.mk
export PLATFORM = sky130hd
export DESIGN_NAME = RAM
export DESIGN_NICKNAME = RAM
export VERILOG_FILES = /design/flow/design.v
export SDC_FILE = /design/flow/constraint.sdc
export NUM_CORES = 4
export LEC_CHECK = 1
export CORE_UTILIZATION = 30
File: flow/constraint.sdc
current_design RAM

set clk_period 2.4
set clk_io_pct 0.2

create_clock -name clk0 -period $clk_period [get_ports {clk}]

set non_clock_inputs [all_inputs -no_clocks]
set_input_delay [expr $clk_period * $clk_io_pct] -clock clk0 $non_clock_inputs
set_output_delay [expr $clk_period * $clk_io_pct] -clock clk0 [all_outputs]
==> flow_summary.rst <==
Metrics
=======

.. list-table::
   :header-rows: 1

   * - Metric
     - Value
   * - Internal power of the cells
     - 1.804 mW
   * - Remaining max-slew budget at the tightest pin
     - 60.61%
   * - Mapped cell area
     - 2659 sq um
   * - Setup repair after global routing missed its margin
     - no
   * - Period utilisation layout
     - 80.43%
   * - Outcome
     - finished, final reports clean
   * - Tool warnings
     - 25
   * - Most frequently used cell type in the post-synthesis netlist
     - edfxtp_1
   * - Post-layout minimum cycle time
     - 1930 ps
   * - Share of total power in the clock network
     - 34.4%
   * - Clock skew after layout
     - 7.956 ps
   * - Total die area
     - 9243 sq um
   * - Total of endpoints with negative setup slack in the final report
     - 0
   * - Chip area in the Yosys report
     - 2659 sq um
   * - Flop and latch count out of synthesis
     - 68
   * - CTS tree
     - yes
   * - Remaining routing DRC violations
     - 0
   * - Achievable Freq
     - 518.0 MHz
   * - Average wire length per cell after detail routing
     - 17.29 um
   * - Antenna fix cells
     - 0
   * - Resized Gates After CTS
     - 0
   * - Largest net degree at the start of global routing
     - 24
   * - Standby leakage power
     - 0.9943 nW
   * - Area share of the leading cell type in the synthesized netlist
     - 72.28%
   * - Final hold violation count
     - 0
   * - Floorplan Utilization
     - 31.72%
   * - Reported max-cap violation count
     - 0
   * - Antenna viol nets, final
     - 0
   * - Ranking of synthesized cells by instance count
     - 64 x edfxtp_1, 13 x nor2_1, 10 x mux4_2, 9 x nand3_1, 6 x mux4_1
   * - Total grt overflow
     - 0
   * - Highest ir drop seen on vdd
     - 0.4220 mV
   * - Wire length of the first global-routing pass
     - 7.355 mm
   * - Top-level I/O count
     - 14
   * - Total number of vias
     - 1290
   * - Most used DFF post-synth
     - edfxtp_1
   * - Worst r2r path cells
     - 3
   * - Comb power frac
     - 6.5%
   * - Total cell area at the placement stage
     - 2948 sq um
   * - Transition time at the pin with the least slew margin
     - 589.0 ps
   * - H-tree Lvls
     - 3
   * - Post-CTS clock slew at the launch and capture registers of the worst setup and hold paths
     - 70 ps
   * - Net Sw Power
     - 0.4613 mW
   * - Mean area per synthesized cell
     - 19.99 sq um
   * - Final RePlAce weighted congestion
     - 0.8317
   * - Startpoint of the most critical register-to-register path
     - mem[1][3]
   * - Hold Path Sink
     - out[0]
   * - Cells in synth_stat.txt
     - 133
   * - Length of the first detailed-routing pass in iterations
     - 6
   * - Horizontal die size
     - 96.14 um
   * - Top cells by area in the synthesized netlist
     - edfxtp_1 72%, mux4_2 8.5%, mux4_1 5.9%
   * - Total number of clock tree sinks
     - 68
   * - Port Buffers
     - 13
   * - Number of hold-repair buffers added at the cts stage
     - 0
   * - Die H
     - 96.14 um
   * - Reg2reg setup slack
     - 1040 ps
   * - Core Footprint
     - 8382 sq um
   * - Clock tree root driver cell
     - clkbuf_8
   * - Switching power as a share of total power
     - 20.37%
   * - Floorplan row count
     - 33
   * - Share of flip-flops with an asynchronous set or reset
     - 0%
   * - Fraction of the yosys area taken by sequential cells
     - 75.29%
   * - Worst EP arrival
     - 2130 ps
   * - Number of flops mapped to enable cells by yosys
     - 64
   * - DRC violation total after the first TritonRoute iteration
     - 126
   * - Launch point of the worst hold path
     - mem[10][0]
   * - Pwr per Cell Area
     - 728.2 nW/um^2
   * - CTS max path bufs
     - 2
   * - Critical path endpoint category
     - flip-flop
   * - Crit start category
     - input port
   * - Critical path class
     - input port to flip-flop
   * - Portion of total power attributed to sequential cells
     - 59.0%
   * - Post-CTS Repair Setup Buffers
     - 0
   * - Vias in the first global route
     - 1425
   * - Num CTS Buffers
     - 9
   * - Number of slew-limit violations in the final report
     - 0
   * - Number of warning messages in the yosys log
     - 1
   * - Leading area contributor after synthesis
     - edfxtp_1
   * - Area growth syn-to-layout
     - 16.99%
   * - Via density
     - 4.813
   * - Number of distinct library cells after synthesis
     - 19
   * - Overall Global Routing Usage
     - 11.83%
   * - Hold path depth
     - 3
   * - Cells after synthesis
     - 133
   * - End of the worst register-to-register path
     - out[3]
   * - CP max FO
     - 23
   * - Fraction of layout instances using a drive strength above 1
     - 19.63%
   * - Final sum of negative setup slack
     - 0 ps
   * - Clock latency at the later pin of the worst-skew pair
     - 340 ps
   * - Initial antenna violation count
     - 0
   * - Final design instance area without fill
     - 3110 sq um
   * - Hold crit path type
     - flip-flop to flip-flop
   * - Post-detailed-routing wire length
     - 4.634 mm
   * - HPWL after detailed placement
     - 3.016 mm
   * - Required time of the critical path
     - 2600 ps
[registers in the layout, indices dropped and copies added, names as in the netlist]
name  flops
mem      64
out       4
[worst max path at each step]
stage	from	endpoint	slack, ps	cells after the start
6_report	address[0]	out[3]	470	5
5_1_grt	address[0]	out[3]	430	5
4_1_cts	address[0]	out[3]	480	5
[worst max-delay path: stages]
cell and delay [ps]:
clkdlybuf4s50_1 510, buf_12 210, mux4_1 570, a22oi_1 220, nand3_1 140
[layout make-up]
type / count / area [sq um]
multi-input combinational: 58 / 599.3
clock inverter: 2 / 10.01
clock buffer: 14 / 152.6
fill: 750 / 5271
sequential: 68 / 2002
tap: 105 / 131.4
timing repair buffer: 21 / 215.2
[per-layer routing]
layer	share of wire, %	global-route usage, %
met5	0	0
met4	1.9	2.239
met3	7.4	4.900
met2	47	17.85
met1	43	17.45
[stage by stage]
step	util [%]	std cells	setup WS [ps]	power [mW]	hold WS, ps
after detailed placement	35.17	252	138.7	1.511	680.5
after global routing	37.11	268	427.8	2.340	733.3
final	37.11	268	469.6	2.265	704.9
after floorplan	-	133	595.3	1.435	578.9
after CTS	37.11	268	478.2	2.274	703.0
after global placement	35.17	252	129.1	1.506	681.4
[power by group through the flow]
stage | Sequential, mW | Combinational (mW) | Clock (mW)
after CTS | 1.34 | 0.150 | 0.787
after global routing | 1.34 | 0.161 | 0.841
final | 1.34 | 0.148 | 0.780
[logic make-up (layout without fill, tap and decap cells)]
group	after synthesis	count (layout)	synth area share, %
flops	68	68	75.29
simple gates	38	38	6.823
mux	16	16	14.40
buf+inv	7	37	2.165
compound gates	4	4	1.318
[layout by cell type, fill, tap and decap left out, drive strengths merged, types with 4 or more instances in the layout]
cell / instances
nand2: 5
edfxtp: 64
a22oi: 4
mux4: 16
nand3: 9
buf: 8
nor3: 4
dfxtp: 4
nor2: 13
clkdlybuf4s50: 13
clkbuf: 14
Power figures rest on the tool's default switching activity, not on a simulated workload.
